===== flow/design.v =====
`timescale 1ns/100ps
typedef union packed {
    logic [7:0][7:0]  byte_level;
    logic [3:0][15:0] half_level;
    logic [1:0][31:0] word_level;
} EXAMPLE_CACHE_BLOCK;
typedef enum logic [3:0] {
	INST_ADDR_MISALIGN  = 4'h0,
	INST_ACCESS_FAULT   = 4'h1,
	ILLEGAL_INST        = 4'h2,
	BREAKPOINT          = 4'h3,
	LOAD_ADDR_MISALIGN  = 4'h4,
	LOAD_ACCESS_FAULT   = 4'h5,
	STORE_ADDR_MISALIGN = 4'h6,
	STORE_ACCESS_FAULT  = 4'h7,
	ECALL_U_MODE        = 4'h8,
	ECALL_S_MODE        = 4'h9,
	NO_ERROR            = 4'ha,  
	ECALL_M_MODE        = 4'hb,
	INST_PAGE_FAULT     = 4'hc,
	LOAD_PAGE_FAULT     = 4'hd,
	HALTED_ON_WFI       = 4'he,  
	STORE_PAGE_FAULT    = 4'hf
} EXCEPTION_CODE;
typedef enum logic [1:0] {
	OPA_IS_RS1  = 2'h0,
	OPA_IS_NPC  = 2'h1,
	OPA_IS_PC   = 2'h2,
	OPA_IS_ZERO = 2'h3
} ALU_OPA_SELECT;
typedef enum logic [3:0] {
	OPB_IS_RS2    = 4'h0,
	OPB_IS_I_IMM  = 4'h1,
	OPB_IS_S_IMM  = 4'h2,
	OPB_IS_B_IMM  = 4'h3,
	OPB_IS_U_IMM  = 4'h4,
	OPB_IS_J_IMM  = 4'h5
} ALU_OPB_SELECT;
typedef enum logic [1:0] {
	DEST_RD = 2'h0,
	DEST_NONE  = 2'h1
} DEST_REG_SEL;
typedef enum logic [4:0] {
	ALU_ADD     = 5'h00,
	ALU_SUB     = 5'h01,
	ALU_SLT     = 5'h02,
	ALU_SLTU    = 5'h03,
	ALU_AND     = 5'h04,
	ALU_OR      = 5'h05,
	ALU_XOR     = 5'h06,
	ALU_SLL     = 5'h07,
	ALU_SRL     = 5'h08,
	ALU_SRA     = 5'h09,
	ALU_MUL     = 5'h0a,
	ALU_MULH    = 5'h0b,
	ALU_MULHSU  = 5'h0c,
	ALU_MULHU   = 5'h0d,
	ALU_DIV     = 5'h0e,
	ALU_DIVU    = 5'h0f,
	ALU_REM     = 5'h10,
	ALU_REMU    = 5'h11
} ALU_FUNC;
typedef enum logic [1:0] {
	BUS_NONE     = 2'h0,
	BUS_LOAD     = 2'h1,
	BUS_STORE    = 2'h2
} BUS_COMMAND;
typedef union packed {
	logic [31:0] inst;
	struct packed {
		logic [6:0] funct7;
		logic [4:0] rs2;
		logic [4:0] rs1;
		logic [2:0] funct3;
		logic [4:0] rd;
		logic [6:0] opcode;
	} r;  
	struct packed {
		logic [11:0] imm;
		logic [4:0]  rs1;  
		logic [2:0]  funct3;
		logic [4:0]  rd;   
		logic [6:0]  opcode;
	} i;  
	struct packed {
		logic [6:0] off;  
		logic [4:0] rs2;  
		logic [4:0] rs1;  
		logic [2:0] funct3;
		logic [4:0] set;  
		logic [6:0] opcode;
	} s;  
	struct packed {
		logic       of;   
		logic [5:0] s;    
		logic [4:0] rs2;  
		logic [4:0] rs1;  
		logic [2:0] funct3;
		logic [3:0] et;   
		logic       f;    
		logic [6:0] opcode;
	} b;  
	struct packed {
		logic [19:0] imm;
		logic [4:0]  rd;
		logic [6:0]  opcode;
	} u;  
	struct packed {
		logic       of;  
		logic [9:0] et;  
		logic       s;   
		logic [7:0] f;	 
		logic [4:0] rd;  
		logic [6:0] opcode;
	} j;   
} INST;  
typedef struct packed {
	logic valid;  
    INST  inst;   
	logic [32-1:0] NPC;  
	logic [32-1:0] PC;   
} IF_ID_PACKET;
typedef struct packed {
	logic [32-1:0] NPC;  
	logic [32-1:0] PC;   
	logic [32-1:0] rs1_value;  
	logic [32-1:0] rs2_value;  
	ALU_OPA_SELECT opa_select;  
	ALU_OPB_SELECT opb_select;  
	INST inst;                  
	logic [4:0] dest_reg_idx;   
	ALU_FUNC    alu_func;       
	logic       rd_mem;         
	logic       wr_mem;         
	logic       cond_branch;    
	logic       uncond_branch;  
	logic       halt;           
	logic       illegal;        
	logic       csr_op;         
	logic       valid;          
} ID_EX_PACKET;
typedef struct packed {
	logic [32-1:0] alu_result;   
	logic [32-1:0] NPC;          
	logic             take_branch;  
	logic [32-1:0] rs2_value;
	logic             rd_mem, wr_mem;
	logic [4:0]       dest_reg_idx;
	logic             halt, illegal, csr_op, valid;
	logic [2:0]       mem_size;  
} EX_MEM_PACKET;
module mult #(parameter NUM_STAGES = 4) (
	input             clock, reset,
	input             start,
	input             mcand_sign, mplier_sign,  
	input [32-1:0] mcand, mplier,
	output [(2*32)-1:0] product,
	output                 done
);
	logic [(2*32)-1:0] mcand_in, mplier_in, mcand_out, mplier_out;  
	assign mcand_in  = mcand_sign  ? {{32{mcand[32-1]}}, mcand}   : {32'('b0), mcand};
	assign mplier_in = mplier_sign ? {{32{mplier[32-1]}}, mplier} : {32'('b0), mplier};
	logic [NUM_STAGES-2:0][2*32-1:0] internal_mcands, internal_mpliers;
	logic [NUM_STAGES-2:0][2*32-1:0] internal_products;
	logic [NUM_STAGES-2:0]              internal_dones;
	mult_stage #(.NUM_STAGES(NUM_STAGES)) mstage [NUM_STAGES-1:0] (
		.clock      (clock),
		.reset      (reset),
		.start      ({internal_dones, start}),
		.mplier_in  ({internal_mpliers, mplier_in}),
		.mcand_in   ({internal_mcands, mcand_in}),
		.product_in ({internal_products, 64'h0}),
		.mplier_out  ({mplier_out, internal_mpliers}),
		.mcand_out   ({mcand_out, internal_mcands}),
		.product_out ({product, internal_products}),
		.done        ({done, internal_dones})
	);
endmodule  
module mult_stage #(parameter NUM_STAGES = 4) (
	input                 clock, reset, start,
	input [2*32-1:0] mplier_in, mcand_in,
	input [2*32-1:0] product_in,
	output logic                 done,
	output logic [2*32-1:0] mplier_out, mcand_out,
	output logic [2*32-1:0] product_out
);
	parameter NUM_BITS = (2*32)/NUM_STAGES;
	logic [2*32-1:0] prod_in_reg, partial_prod, next_partial_product;
	logic [2*32-1:0] next_mplier, next_mcand;
	assign product_out = prod_in_reg + partial_prod;
	assign next_partial_product = mplier_in[NUM_BITS-1:0] * mcand_in;
	assign next_mplier = {NUM_BITS'('b0), mplier_in[2*32-1:NUM_BITS]};
	assign next_mcand  = {mcand_in[(2*32-1-NUM_BITS):0], NUM_BITS'('b0)};
	always_ff @(posedge clock) begin
		prod_in_reg  <= #1 product_in;
		partial_prod <= #1 next_partial_product;
		mplier_out   <= #1 next_mplier;
		mcand_out    <= #1 next_mcand;
	end
	always_ff @(posedge clock) begin
		if(reset) begin
			done <= #1 1'b0;
		end else begin
			done <= #1 start;
		end
	end
endmodule  

===== flow/run.sh =====
#!/bin/bash
# OpenROAD 26Q1-2900-gdf79404cd8, Yosys 0.63+post, stock flow scripts
make -C /OpenROAD-flow-scripts/flow DESIGN_CONFIG=/design/flow/config.mk WORK_HOME=/design/flow/orfs finish

===== flow/config.mk =====
export PLATFORM = sky130hd
export DESIGN_NAME = mult
export DESIGN_NICKNAME = mult
export VERILOG_FILES = /design/flow/design.v
export SDC_FILE = /design/flow/constraint.sdc
export NUM_CORES = 4
export LEC_CHECK = 1
export CORE_UTILIZATION = 50

===== flow/constraint.sdc =====
current_design mult

set clk_period 14.3
set clk_io_pct 0.2

create_clock -name clk0 -period $clk_period [get_ports {clock}]

set non_clock_inputs [all_inputs -no_clocks]
set_input_delay [expr $clk_period * $clk_io_pct] -clock clk0 $non_clock_inputs
set_output_delay [expr $clk_period * $clk_io_pct] -clock clk0 [all_outputs]

==> results.cfg <==
; synthesis and place-and-route metrics
[outcome]
run_status = complete, no violations

[floorplanning]
die-height_um = 278.4
core_um2 = 75070
fp.dieArea_um2 = 77520
die_w_um = 278.4
core.rowCount = 100
io_pins = 134
core_util_floorplan_pct = 50.89

[clocking]
clock-root-buffer = clkbuf_16
htree_levels = 2
tritoncts.num_buffers = 34
cts.repair_timing.setup_buffer_count = 0
numClockSinks = 340
insertion_delay_ns = 0.55
clk_path_buf_depth = 3
cts.repair.resized = 0
cts_hold_repair.buffers = 0
tritoncts = done
worst_setup_hold_path_clk_slew_ns = 0.06

[sta]
report.final.setup_viol = 0
max_freq_mhz = 103.3
slew_viol_final = 0
finalCritPeriodShare_pct = 67.69
normalized_max_slew_margin_pct = 39.35
largest_clock_skew_in_the_final_design_ns = 0.02975
tightest_slew_ns = 0.9085
hold_viol = 0
setup_total_negative_slack_ns = 0
grt_setup_unrepaired = no
min_period_ns = 9.679
worst_slack_ns = 4.621

[yosys]
post_synth.cell_area_avg_um2 = 9.595
synth.yosys.num_cells = 3982
enable_flop_cells = 0
synth.ff_latch_count = 340
yosysWarnings = 1
yosys-stat-area_um2 = 38210
ff_type = dfxtp_1
synth_cell_type_count = 79
yosysSeqAreaShare_pct = 17.82
synthesis.area_um2 = 38210
async_flop_share_pct = 0
syn_inst = 3982

[run]
drv.max_cap_violation_count = 0
openroad.warnings = 26

[global_route]
grt.total_usage_pct = 27.29
grt_remaining_overflow = 0
grt_antenna_before_repair = 3
grt_start_max_net_pins = 34
grt_first_pass_wirelength_um = 151200
grt_pass1_vias = 27302

[routing]
routedWlPerCell_um = 18.30
num_vias = 25872
routed_via_density = 5.125
detail-route-antenna-nets = 0
drt_iter0_markers = 975
route.detailed.drc = 0
drt_total_wl_um = 92380
detailedRoute.firstPassIterationCount = 5

[place]
place.port_buffers = 132
detailedPlace.worstSlack_ns = 4.008
gpl.final_weighted_congestion = 0.9220
hpwl_um = 71320

[critical_path]
timing.critical_path.arrival_ns = 10.12
worstPathRequired_ns = 14.74
worst_path_largest_cell_delay_ns = 0.57
worst_path_dominant_cell_family = adder cells
worst-path-buf-inv = 5
worstPathCellList = clkdlybuf4s50_1 > buf_4 > and2_1 > nand2_1 > inv_1 > fa_1 > inv_1 > fa_1 > inv_1 > fa_1 > fa_1 > fa_1 > fa_1 > ha_1 > nand4_1 > nor4_1 > a221oi_2 > o21ai_1 > or3_1 > o21ai_2 > o2111ai_1 > or3b_1
endpoint_kind = register
timing_worst_setup_path_type = in2reg
crit_path_start_kind = primary input
cp_slowest_cell = nor4_1
timing.critical_path.fanout_max = 21
critPathMostFrequentCell = fa_1

[finish]
flip_flop_count_of_the_largest_register_after_layout = 192
drive_gt1_share_pct = 3.654
layout-area-overhead-vs-synth_pct = 9.268
fin_util_pct = 55.61
final_cell_mix = fa_1 (821), inv_1 (816), nand2_1 (684)
final_common_cell = fa_1

[hold_path]
hold_path_class = reg2reg
through the flow:
step	area, µm²	hold slack [ns]	std cells
CTS	41740	0.3187	5047
floorplan	38210	0.3096	3982
detailed placement	40630	0.3121	4987
finish	41750	0.3206	5048
global route	41740	0.3238	5047
global placement	40630	0.3095	4987
area by class of cell:
type / instances / area (µm²)
fill: 6731 / 33330
multi-input combinational: 2657 / 27680
sequential: 340 / 6807
inverter: 816 / 3063
timing repair buffer: 205 / 1869
tap: 969 / 1212
clock buffer: 44 / 918.4
clock inverter: 16 / 198.9
antenna: 1 / 2.502
per-layer routing:
layer	share of wire, %	track usage [%]	vias to the layer above
met5	0.0087	0	-
met4	2.2	4.519	2
met3	8.5	9.380	97
met2	46	41.38	844
met1	43	41.52	12942
li1	-	-	11987
Yosys cell counts (3+ instances only):
library cell	number	share of area, %
a211o_1	3	0.069
a211oi_1	14	0.28
a21o_1	47	0.92
a21oi_1	102	1.3
a22o_1	3	0.069
a311o_1	3	0.079
a311oi_1	3	0.069
a31o_2	3	0.069
a31oi_1	16	0.26
a41oi_1	3	0.069
and2_1	314	5.1
and3_1	13	0.21
and4_1	6	0.14
buf_1	3	0.029
buf_2	5	0.065
clkbuf_1	157	1.5
dfxtp_1	340	18
fa_1	821	43
ha_1	184	6.0
inv_1	816	8.0
nand2_1	684	6.7
nand2b_1	13	0.21
nand3_1	20	0.26
nand4_1	13	0.21
nor2_1	56	0.55
nor2b_1	12	0.20
nor3_1	21	0.28
nor4_1	5	0.082
o2111ai_1	5	0.11
o211ai_1	5	0.098
o21a_1	19	0.37
o21ai_0	62	0.81
o21ai_1	4	0.052
o21bai_1	18	0.35
o31ai_1	4	0.079
or3_1	9	0.15
xnor2_1	90	2.1
xor2_1	35	0.80
worst paths after layout:
kind,start,end,slack [ns],depth (start not counted)
max,mcand[31],mstage[0].partial_prod[52]$_DFF_P_,4.62,22
min,mstage[2].prod_in_reg[26]$_DFF_P_,mstage[3].prod_in_reg[26]$_DFF_P_,0.32,0
max reg2reg,mstage[0].mcand_out[42]$_DFF_P_,mstage[1].partial_prod[62]$_DFF_P_,7.58,21
min reg2reg,mstage[2].prod_in_reg[26]$_DFF_P_,mstage[3].prod_in_reg[26]$_DFF_P_,0.32,0
kinds of logic after synthesis:
logic type / after synthesis / synth area share (%)
compound gates: 351 / 6.144
fa+ha+maj: 1005 / 49.05
buf+inv: 985 / 9.746
simple gates: 1175 / 14.36
xor+xnor: 125 / 2.866
flops: 340 / 17.82
mux: 1 / 0.02620
